File: run.sh
#!/bin/bash
# OpenROAD 26Q1-2900-gdf79404cd8, Yosys 0.63+post, stock flow scripts
make -C /OpenROAD-flow-scripts/flow DESIGN_CONFIG=/design/flow/config.mk WORK_HOME=/design/flow/orfs finish
File: config.mk
export PLATFORM = sky130hd
export DESIGN_NAME = blockram
export DESIGN_NICKNAME = blockram
export VERILOG_FILES = /design/flow/design.v
export SDC_FILE = /design/flow/constraint.sdc
export NUM_CORES = 4
export LEC_CHECK = 1
export CORE_UTILIZATION = 30
File: constraint.sdc
current_design blockram

set clk_period 20.1
set clk_io_pct 0.2

create_clock -name clk0 -period $clk_period [get_ports {clk}]

set non_clock_inputs [all_inputs -no_clocks]
set_input_delay [expr $clk_period * $clk_io_pct] -clock clk0 $non_clock_inputs
set_output_delay [expr $clk_period * $clk_io_pct] -clock clk0 [all_outputs]
File: design.v
module blockram (clk, addr, wr, din, dout);
    parameter DATA = 8;
    parameter ADDR = 8;
    input clk;
    input [ADDR - 1 : 0] addr;
    input wr;
    input [DATA - 1 : 0] din;
    output reg [DATA - 1 : 0] dout;
    reg [DATA - 1 : 0] mem [(2 ** ADDR) - 1 : 0];
    always @(posedge clk) begin
        if (wr) begin
            mem[addr] <= din;
        end
        dout <= mem[addr];
    end
endmodule
==> run_results.csv <==
group,metric,value,unit
global_routing,grt_pass1_wl,280,mm
worst_setup_path,timing.reg2reg.setup_slack,17.19,ns
place,dp_cells,7027,
power_and_ir_drop,total_power,8.80,mW
logic_synthesis,yosysUniqueCellTypes,22,
worst_setup_path,crit_family,"buffers and inverters",
global_routing,first_global_vias,41055,
global_routing,overflow,0,
logic_synthesis,netlist_area,78500,um^2
routing,post-route-drc-count,0,
place,placement_stage_worst_setup_slack,10.33,ns
floorplan,ioPinCount,26,
timing,fin_ws,11.35,ns
timing,timing.max_slew.rel_slack,13.3,%
floorplan,core.rowCount,187,
place,place_congestion,0.848,
hold_path,end_of_the_worst_hold_path,"dout[3]$_DFF_P_",
worst_setup_path,critical-path-slowest-cell,"o41ai_1",
hold_path,whs_path_depth,5,
logic_synthesis,share_of_the_yosys_chip_area_belonging_to_registers,78.6,%
worst_setup_path,destination_of_the_worst_register_to_register_timing_path,"dout[2]$_DFF_P_",
worst_setup_path,crit_path_max_incr_delay,0.97,ns
logic_synthesis,synth.area.mux_share,14.7,%
timing,hold-worst-slack,0.929,ns
clock_tree,cts_resized,0,
floorplan,core_area,260000,um^2
floorplan,die_w,514,um
logic_synthesis,synth.ff_latch_count,2056,
routing,route.antenna.remaining_nets,0,
hold_path,worstHoldPathType,"flip-flop to flip-flop",
worst_setup_path,critical_path_peak_fanout,42,
global_routing,pin_count_of_the_biggest_net_entering_global_routing,103,
clock_tree,root_buffer,"clkbuf_16",
run,drv_cap,0,
timing,timing_max_transition_violations_final,0,
logic_synthesis,post_synth.cell_area_avg,22.1,um^2
logic_synthesis,synth.comb.largest_family,"multiplexers",
worst_setup_path,worstSetupEndpointType,"flip-flop",
power_and_ir_drop,total_leakage_power,26.9,nW
worst_setup_path,critical_path.most_common_cell,"buf_4",
routing,drtIter0Drc,2503,
worst_setup_path,critical_path.startpoint_type,"primary input",
layout,synth_to_final_area_change,14.7,%
global_routing,antenna_found_initial,3,
routing,route.detailed.vias_per_inst,5.00,
clock_tree,cts_bufs_inserted,205,
layout,nFillCells,23650,
timing,worst_pin_slew,1.28,ns
logic_synthesis,synth.yosys.chip_area,78500,um^2
layout,layout-drive-gt1-share,25.6,%
place,port-buffer-count,25,
routing,wl_per_cell,25.9,um
run,log.warning_count,29,
routing,drt-pass1-iter-count,5,
clock_tree,tritoncts,"done",
clock_tree,cts.repair_timing.setup_buffer_count,0,
timing,finalHoldViolations,0,
timing,post-route-min-period,8.75,ns
floorplan,floorplan.core_util,30.2,%
routing,vias,37017,
worst_setup_path,critical_path_arrival,9.42,ns
outcome,outcome,"finished clean",
logic_synthesis,synthAdderAreaFrac,0,%
power_and_ir_drop,ir_worst_vdd,0.0986,mV
worst_setup_path,critPathKind,"primary input to flip-flop",
power_and_ir_drop,power_density,97.7,nW/um^2
worst_setup_path,startpoint_of_the_worst_slack_reg_to_reg_timing_path,"mem[139][2]$_DFFE_PP_",
timing,clock.fmax,114,MHz
clock_tree,postCtsHoldBufs,0,
clock_tree,clk_path_buf_depth,3,
hold_path,worst_hold_startpoint,"mem[181][3]$_DFFE_PP_",
layout,final_instance_area,90000,um^2
place,post_dp_cell_area,83600,um^2
timing,finalCritPeriodShare,43.5,%
worst_setup_path,worstPathBufferInverterCount,6,
routing,wirelength,192,mm
logic_synthesis,synth.yosys.warnings,1,
clock_tree,clock_sink_count,2056,
floorplan,chip_area,264000,um^2
logic_synthesis,synth_simple_gate_area_share,1.73,%
timing,setup_tns,0,ns
timing,finalSetupViolations,0,
worst_setup_path,cp_data_required_time,20.78,ns
worst_setup_path,worst_path_cell_trace,"buf_8 -> buf_4 -> buf_4 -> buf_4 -> buf_4 -> mux4_2 -> a22oi_1 -> a21oi_1 -> o41ai_1 -> buf_4 -> nand4_1",
logic_synthesis,synthAoiAreaFrac,3.62,%
clock_tree,htreeDepth,4,
clock_tree,clk_pin_slew_worst_paths,0.06,ns
floorplan,die_height,514,um
place,hpwl,113,mm
logic_synthesis,synth.cellmix.xorXnorShare,0,%
clock_tree,clk_latency,0.86,ns
layout,instances_no_fill,7399,
logic_synthesis,syn-instance-count,3547,
layout,final_core_utilization,34.6,%
timing,clock-skew-final,0.0687,ns
timing,rsz0062_at_grt,"false",
worst_setup_path,worst-r2r-cell-count,5,
global_routing,total_routing_usage_gr,15.7,%
logic_synthesis,synth-cells-yosys,3547,
## cells in the final DEF, fill, tap and decap left out, types with 10 or more instances in the layout
master / Yosys / final
o41ai_1: 32 / 32
clkbuf_16: 0 / 207
buf_8: 0 / 10
bufinv_16: 0 / 14
nand3_1: 13 / 12
clkinv_2: 0 / 31
clkinv_1: 0 / 52
a21oi_1: 128 / 128
nand2_1: 28 / 27
buf_4: 16 / 189
edfxtp_1: 2048 / 2048
nor2_1: 232 / 231
clkbuf_1: 145 / 42
a22oi_1: 256 / 256
clkdlybuf4s50_1: 0 / 15
mux4_2: 512 / 512
nor3_1: 30 / 30
## synth_stat cells
master / instances / area (um^2)
nor3_1: 30 / 150
buf_4: 16 / 120
nand2_1: 28 / 105
nand4_1: 8 / 50.1
nor2_1: 232 / 871
or3_1: 1 / 6.26
o41ai_1: 32 / 280
dfxtp_1: 8 / 160
edfxtp_1: 2048 / 61500
a22oi_1: 256 / 1920
nand2b_1: 6 / 37.5
and2_1: 3 / 18.8
a21oi_1: 128 / 641
buf_6: 16 / 180
inv_1: 1 / 3.75
nor2b_1: 7 / 43.8
nand3_1: 13 / 65.1
clkbuf_1: 145 / 544
mux4_2: 512 / 11500
buf_2: 36 / 180
or2_2: 2 / 12.5
buf_1: 19 / 71.3
## worst max path at each step
stage | cells after the start | slack (ns) | start | endpoint
CTS | 11 | 11.24 | addr[0] | dout[7]$_DFF_P_
global route | 11 | 10.94 | addr[0] | dout[7]$_DFF_P_
finish | 11 | 11.35 | addr[0] | dout[7]$_DFF_P_
## sequential cells by signal (all words and copies together), names as in the netlist
signal,count
mem,2048
dout,8
## worst reg2reg max path: cells and delay by family (launching register included)
kind	cells	cell delay, ns
AND/OR/NAND/NOR	1	0.23
multiplexers	1	0.49
AND-OR/OR-AND	3	1.66
flip-flops	1	0.35
## logic make-up after synthesis
logic type | Yosys count
AOI/OAI and AO/OA | 416
DFF | 2056
buffers and inverters | 233
and+or+nand+nor | 330
muxes | 512
## power by group
part | internal [mW] | switching (mW) | total, mW
Clock | 2.08 | 1.60 | 3.67
Combinational | 0.135 | 0.255 | 0.390
Sequential | 4.73 | 0.00916 | 4.74
## layer usage
metal  part of all wire, %  wire (um)  track usage [%]  up-vias
li1                      -          -                -    15474
met1                    34      64700             18.1    19096
met2                    47      91000             23.6     2156
met3                    15      29700             11.2      289
met4                   3.2       6120             4.26        2
met5                 0.025         48            0.237        -
## area by class of cell
cell class                 count  area [um^2]  share of cell area [%]
multi-input combinational   1258        15800                    17.5
clock inverter               119         1110                    1.23
sequential                  2056        61700                    68.5
clock buffer                 251         5370                    5.96
timing repair buffer         216         1760                    1.95
antenna                        2         5.00                 0.00556
inverter                       1         3.75                 0.00417
tap                         3496         4370                    4.86
Power figures rest on the tool's default switching activity, not on a simulated workload.
