<file path="design/flow/run.sh">
#!/bin/bash
# OpenROAD 26Q1-2900-gdf79404cd8, Yosys 0.63+post, stock flow scripts
make -C /OpenROAD-flow-scripts/flow DESIGN_CONFIG=/design/flow/config.mk WORK_HOME=/design/flow/orfs finish
</file>
<file path="design/flow/config.mk">
export PLATFORM = sky130hd
export DESIGN_NAME = sieve
export DESIGN_NICKNAME = sieve
export VERILOG_FILES = /design/flow/design.v
export SDC_FILE = /design/flow/constraint.sdc
export NUM_CORES = 4
export LEC_CHECK = 1
export CORE_UTILIZATION = 40
</file>
<file path="design/flow/constraint.sdc">
current_design sieve

set clk_period 5.9
set clk_io_pct 0.2

create_clock -name clk0 -period $clk_period [get_ports {clk}]

set non_clock_inputs [all_inputs -no_clocks]
set_input_delay [expr $clk_period * $clk_io_pct] -clock clk0 $non_clock_inputs
set_output_delay [expr $clk_period * $clk_io_pct] -clock clk0 [all_outputs]
</file>
<file path="design/flow/design.v">
module sieve (clk, rst, in__din, out__wr, out__done, out__addr, out__rdy, out__dout);
    input clk;
    input rst;
    input [7:0] in__din;
    output out__wr;
    output out__done;
    output [7:0] out__addr;
    output out__rdy;
    output [7:0] out__dout;
    reg reg__wr__5;
    reg [7:0] reg__dout__10;
    reg [7:0] reg__addr__15;
    reg reg__rdy__19;
    reg reg__done__23;
    reg [7:0] reg__i__43;
    reg [7:0] reg__end__76;
    assign out__wr = reg__wr__5;
    assign out__done = reg__done__23;
    assign out__addr = reg__addr__15;
    assign out__rdy = reg__rdy__19;
    assign out__dout = reg__dout__10;
    wire [7:0] __0 = in__din;
    wire __6 = reg__wr__5;
    wire __7 = 1'b0;
    wire [7:0] __11 = reg__dout__10;
    wire [7:0] __12 = 8'd0;
    wire [7:0] __16 = reg__addr__15;
    wire __20 = reg__rdy__19;
    wire __24 = reg__done__23;
    wire __28 = 1'b1;
    wire [7:0] __31 = 8'd100;
    wire __32 = (__16 <= __31);
    wire [7:0] __40 = 8'd1;
    wire [7:0] __41 = (__16 + __40);
    wire [7:0] __44 = reg__i__43;
    wire [7:0] __45 = 8'd2;
    wire __48 = (__44 <= __31);
    wire [7:0] __52 = (__44 + __44);
    wire [7:0] __64 = (__16 + __44);
    wire [7:0] __73 = (__44 + __40);
    wire [7:0] __77 = reg__end__76;
    wire __94 = (! __0);
    wire [7:0] __104 = (__77 + __40);
    wire __109 = (__16 < __77);
    wire __126 = (__41 <= __31);
    wire __127 = (__28 && __126);
    wire __128 = (! __126);
    wire __129 = (__28 && __128);
    wire __130 = (__28 && __94);
    wire __131 = (! __94);
    wire __132 = (__28 && __131);
    wire __133 = (__64 <= __31);
    wire __134 = (__28 && __133);
    wire __135 = (! __133);
    wire __136 = (__28 && __135);
    wire __137 = (__73 <= __31);
    wire __138 = (__28 && __137);
    wire __139 = (__132 && __137);
    wire __140 = (! __137);
    wire __141 = (__28 && __140);
    wire __142 = (__132 && __140);
    wire __143 = (__136 && __137);
    wire __144 = (__136 && __140);
    wire [7:0] __145 = (__45 + __45);
    wire [7:0] __146 = (__73 + __73);
    wire __147 = (__145 <= __31);
    wire __148 = (__129 && __147);
    wire __149 = (__146 <= __31);
    wire __150 = (__138 && __149);
    wire __151 = (__143 && __149);
    wire __152 = (! __147);
    wire __153 = (__129 && __152);
    wire __154 = (! __149);
    wire __155 = (__138 && __154);
    wire __156 = (__143 && __154);
    wire __157 = (__41 < __77);
    wire __158 = (__28 && __157);
    wire __159 = (__12 < __104);
    wire __160 = (__141 && __159);
    wire __161 = (__12 < __77);
    wire __162 = (__142 && __161);
    wire __163 = (! __157);
    wire __164 = (__28 && __163);
    wire __165 = (! __159);
    wire __166 = (__141 && __165);
    wire __167 = (! __161);
    wire __168 = (__142 && __167);
    wire __169 = (__151 || __134);
    wire [7:0] __170 = (__151 ? __146 : __64);
    wire [7:0] __171 = (__151 ? __73 : __44);
    wire __172 = (__158 || __164);
    wire [7:0] __173 = (__158 ? __41 : __41);
    wire __174 = (__158 ? __24 : __28);
    wire __175 = (__160 || __138);
    wire [7:0] __176 = (__160 ? __12 : __73);
    wire [7:0] __177 = (__160 ? __73 : __73);
    wire [7:0] __178 = (__160 ? __104 : __104);
    wire __179 = (__160 ? __28 : __20);
    wire __180 = (__160 ? __7 : __7);
    wire __181 = (__175 || __166);
    wire [7:0] __182 = (__175 ? __176 : __12);
    wire [7:0] __183 = (__175 ? __177 : __73);
    wire [7:0] __184 = (__175 ? __178 : __104);
    wire __185 = (__175 ? __179 : __28);
    wire __186 = (__175 ? __24 : __28);
    wire __187 = (__175 ? __180 : __7);
    wire __188 = (__127 || __153);
    wire [7:0] __189 = (__127 ? __41 : __145);
    wire [7:0] __190 = (__127 ? __11 : __40);
    wire [7:0] __191 = (__127 ? __44 : __45);
    wire __192 = (__127 ? __6 : __7);
    wire __193 = (__188 || __148);
    wire [7:0] __194 = (__188 ? __189 : __145);
    wire [7:0] __195 = (__188 ? __190 : __40);
    wire [7:0] __196 = (__188 ? __191 : __45);
    wire __197 = (__188 ? __192 : __6);
    wire __198 = (__155 || __141);
    wire [7:0] __199 = (__155 ? __146 : __45);
    wire [7:0] __200 = (__155 ? __73 : __45);
    wire [7:0] __201 = (__155 ? __77 : __12);
    wire __202 = (__155 ? __7 : __7);
    wire __203 = (__198 || __150);
    wire [7:0] __204 = (__198 ? __199 : __146);
    wire [7:0] __205 = (__198 ? __200 : __73);
    wire [7:0] __206 = (__198 ? __201 : __77);
    wire __207 = (__198 ? __202 : __28);
    wire __208 = (__162 || __130);
    wire [7:0] __209 = (__162 ? __12 : __77);
    wire [7:0] __210 = (__162 ? __11 : __44);
    wire [7:0] __211 = (__162 ? __73 : __44);
    wire __212 = (__162 ? __28 : __20);
    wire __213 = (__162 ? __6 : __28);
    wire __214 = (__208 || __139);
    wire [7:0] __215 = (__208 ? __209 : __73);
    wire [7:0] __216 = (__208 ? __210 : __11);
    wire [7:0] __217 = (__208 ? __211 : __73);
    wire __218 = (__208 ? __212 : __20);
    wire __219 = (__208 ? __213 : __6);
    wire __220 = (__214 || __168);
    wire [7:0] __221 = (__214 ? __215 : __12);
    wire [7:0] __222 = (__214 ? __216 : __11);
    wire [7:0] __223 = (__214 ? __217 : __73);
    wire __224 = (__214 ? __218 : __28);
    wire __225 = (__214 ? __24 : __28);
    wire __226 = (__214 ? __219 : __6);
    wire __227 = (__156 || __144);
    wire [7:0] __228 = (__156 ? __146 : __45);
    wire [7:0] __229 = (__156 ? __73 : __45);
    wire [7:0] __230 = (__156 ? __77 : __12);
    wire __231 = (__156 ? __7 : __7);
    wire __232 = (__227 || __169);
    wire [7:0] __233 = (__227 ? __228 : __170);
    wire [7:0] __234 = (__227 ? __229 : __171);
    wire [7:0] __235 = (__227 ? __230 : __77);
    wire __236 = (__227 ? __231 : __6);
    reg [2:0] state__;
    always @(posedge clk)
        if (rst) begin
            case (1'b1)
                __28: state__ <= 3'd0;
            endcase
            reg__wr__5 <= __28;
            reg__dout__10 <= __12;
            reg__addr__15 <= __12;
            reg__rdy__19 <= __7;
            reg__done__23 <= __7;
        end else case (state__)
            3'd0: begin
                case (1'b1)
                    __127: state__ <= 3'd0;
                    __153: state__ <= 3'd2;
                    __148: state__ <= 3'd1;
                endcase
                reg__wr__5 <= __197;
                reg__dout__10 <= __195;
                reg__addr__15 <= __194;
                reg__i__43 <= __196;
            end
            3'd1: begin
                case (1'b1)
                    __156: state__ <= 3'd2;
                    __144: state__ <= 3'd3;
                    __169: state__ <= 3'd1;
                endcase
                reg__wr__5 <= __236;
                reg__addr__15 <= __233;
                reg__i__43 <= __234;
                reg__end__76 <= __235;
            end
            3'd2: begin
                case (1'b1)
                    __155: state__ <= 3'd2;
                    __141: state__ <= 3'd3;
                    __150: state__ <= 3'd1;
                endcase
                reg__wr__5 <= __207;
                reg__addr__15 <= __204;
                reg__i__43 <= __205;
                reg__end__76 <= __206;
            end
            3'd3: begin
                case (1'b1)
                    __28: state__ <= 3'd4;
                endcase
            end
            3'd4: begin
                case (1'b1)
                    __162: state__ <= 3'd6;
                    __130: state__ <= 3'd5;
                    __139: state__ <= 3'd3;
                    __168: state__ <= 3'd7;
                endcase
                reg__wr__5 <= __226;
                reg__dout__10 <= __222;
                reg__addr__15 <= __221;
                reg__rdy__19 <= __224;
                reg__done__23 <= __225;
                reg__i__43 <= __223;
            end
            3'd5: begin
                case (1'b1)
                    __160: state__ <= 3'd6;
                    __138: state__ <= 3'd3;
                    __166: state__ <= 3'd7;
                endcase
                reg__wr__5 <= __187;
                reg__addr__15 <= __182;
                reg__rdy__19 <= __185;
                reg__done__23 <= __186;
                reg__i__43 <= __183;
                reg__end__76 <= __184;
            end
            3'd6: begin
                case (1'b1)
                    __158: state__ <= 3'd6;
                    __164: state__ <= 3'd7;
                endcase
                reg__addr__15 <= __173;
                reg__done__23 <= __174;
            end
            3'd7: begin
                case (1'b1)
                    __28: state__ <= 3'd7;
                endcase
            end
        endcase
endmodule
</file>
==> results.yml <==
# synthesis and place-and-route metrics
final_timing:
  setup_total_negative_slack_ns: 0
  timing.max_slew.rel_slack: 0.548
  timing.final.crit_share: 0.585
  grt_setup_unrepaired: "false"
  number_of_hold_slack_violations_in_the_final_timing_report: 0
  layout_min_cycle_time_ns: 3.45
  clock-skew-final_ns: 0.00423
  maxClockFrequency_ghz: 0.290
  finalMaxSlewViolations: 0
  final_critical_path_setup_slack_ns: 2.45
  actual_slew_at_the_worst_max_slew_pin_ns: 0.678
  setup_viol: 0
power_and_ir_drop:
  power_leakage_uw: 0.00143
  power.density_cell_area_nw_per_um2: 150
  peakVddDrop_mv: 0.112
logic_synthesis:
  yosysWarningCount: 1
  number_of_register_bits_inferred_by_synthesis: 42
  netlist-cell-type-count: 67
  postSynth.topFlopCell: "sky130_fd_sc_hd__dfxtp_1"
  netlist_area_before_placement_um2: 3270
  number_of_flops_mapped_to_enable_cells_by_yosys: 16
  yosys-stat-cells: 396
  ys_seq_share: 0.306
  synthesis.instances: 396
  syn_area_per_cell_um2: 8.25
  yosys_area_um2: 3270
  postSynth.asyncResetShare: 0
layout:
  ff_latch_area_um2: 1000
  combGateArea_um2: 2110
  nFillCells: 778
  mostFrequentLayoutCells: "sky130_fd_sc_hd__nor2_1, sky130_fd_sc_hd__nand2_1, sky130_fd_sc_hd__a21oi_1"
  post_route_cells_drive_above_1_share: 0.0574
  areaGrowthSynthToFinish_pct: 13.4
  layout_top_cell: "sky130_fd_sc_hd__nor2_1"
detailed_routing:
  detail_route.drc_violations: 0
  detail_route.vias_per_cell: 5.87
  drt_pre_antenna_iters: 4
  totalWireLength_mm: 8.56
  drt-wirelength-per-cell_um: 16.5
  drt_iter0_markers: 278
  antenna_cells: 0
  postRouteAntennaNets: 0
  vias: 3054
cts:
  cts_buffer_depth: 2
  cts_tree: "done"
  cts_hold_buf: 0
  numClockSinks: 42
  clk_root_buffer_cell: "sky130_fd_sc_hd__clkbuf_8"
  numCtsBuffers: 5
  clock_latency_ns: 0.29
  htree_levels: 2
  cts.clk_slew.worst_paths_ns: 0.08
  cts_resized: 0
  post_cts.repair.setup_buffers: 0
die:
  die_area_um2: 8530
  chip_height_um: 92.4
  fp-utilization: 0.418
  design.core.area_um2: 7810
  die-width_um: 92.4
  rows: 32
  design.portCount: 29
global_routing:
  pin_count_of_the_biggest_net_entering_global_routing: 28
  track_usage: 0.221
  globalRouteOverflowTotal: 0
  vias_in_the_first_global_route: 2834
  grt_pass1_wl_mm: 14.5
  antenna_found_initial: 0
job:
  tool_warnings: 29
  cap_violations: 0
critical_path:
  critPathCaptureType: "register"
  start_kind: "register"
  regToRegEndpoint: "reg__end__76[2]$_SDFFCE_PN0P_"
  crit_end: "reg__end__76[2]$_SDFFCE_PN0P_"
  critical_path_required_ns: 5.83
  critical_path_arrival_ns: 3.39
  worstRegToRegCells: 9
  timing.critical_path.fanout_max: 11
  setup.reg_to_reg.worst_slack_ns: 2.45
  timing.critical_path.from: "reg__i__43[0]$_DFFE_PP_"
  critical_path_class: "register to register"
  timing.rr.start: "reg__i__43[0]$_DFFE_PP_"
placement:
  buffer_ports.inserted: 28
  finalWeightedCongestion: 0.911
  place.detailed.hpwl_mm: 6.48
  dp_worst_setup_slack_ns: 2.48
outcome:
  outcome: "finished, final reports clean"
min_path:
  holdCritPathClass: "register to register"
per-stage QoR:
step	hold WS, ns	std cells	cell area, µm²	total power, µW	utilization
3_5_place_dp	0.438	512	3620	378	0.464
3_3_place_gp	0.433	512	3620	379	0.464
4_1_cts	0.461	520	3710	562	0.475
6_report	0.455	520	3710	557	0.475
5_1_grt	0.478	520	3710	585	0.475
2_1_floorplan	0.413	396	3270	355	-
area by class of cell:
class	count	share of cell area
multi-input combinational	315	0.569
sequential	42	0.270
timing repair buffer	31	0.0817
tap	102	0.0344
inverter	22	0.0223
clock buffer	7	0.0206
clock inverter	1	0.00203
critical path, cell delays in order (launching register included):
cell                       delay (ns)
sky130_fd_sc_hd__edfxtp_1        0.57
sky130_fd_sc_hd__ha_1            0.30
sky130_fd_sc_hd__fa_1            0.40
sky130_fd_sc_hd__and3_1          0.22
sky130_fd_sc_hd__o21a_1          0.22
sky130_fd_sc_hd__o311ai_4        0.33
sky130_fd_sc_hd__nand4_4         0.19
sky130_fd_sc_hd__a21oi_1         0.22
sky130_fd_sc_hd__a21oi_1         0.10
sky130_fd_sc_hd__nor2_1          0.53
sequential cells by signal, summed over array words and instances (netlist names):
signal	cells
reg__addr__15	8
reg__done__23	1
reg__dout__10	8
reg__end__76	8
reg__i__43	8
reg__rdy__19	1
reg__wr__5	1
state__	7
how the worst min path moves through the flow:
stage | startpoint | endpoint | slack [ns] | cells after the start
4_1_cts | reg__dout__10[1]$_SDFFE_PP0P_ | reg__dout__10[1]$_SDFFE_PP0P_ | 0.46 | 2
5_1_grt | state__[6]$_DFF_P_ | state__[1]$_DFF_P_ | 0.48 | 1
6_report | reg__dout__10[4]$_SDFFE_PP0P_ | reg__dout__10[4]$_SDFFE_PP0P_ | 0.45 | 2
power by group:
group          internal (µW)  switching (µW)  total [µW]
clock network           83.9             100         184
registers                302            8.46         310
logic                   31.1            31.0        62.1
synth_stat cells, types with 3 or more instances:
cell                        n  share of area
sky130_fd_sc_hd__a211oi_1   6          0.014
sky130_fd_sc_hd__a21o_1     5          0.011
sky130_fd_sc_hd__a21oi_1   31          0.047
sky130_fd_sc_hd__a221oi_1   9          0.024
sky130_fd_sc_hd__a311oi_1   5          0.013
sky130_fd_sc_hd__a31oi_1    6          0.011
sky130_fd_sc_hd__and2_1     4         0.0077
sky130_fd_sc_hd__and3_1     7          0.013
sky130_fd_sc_hd__clkbuf_1  15          0.017
sky130_fd_sc_hd__dfxtp_1   26           0.16
sky130_fd_sc_hd__edfxtp_1  16           0.15
sky130_fd_sc_hd__ha_1      21          0.080
sky130_fd_sc_hd__inv_1     21          0.024
sky130_fd_sc_hd__nand2_1   36          0.041
sky130_fd_sc_hd__nand3_1   13          0.020
sky130_fd_sc_hd__nor2_1    44          0.051
sky130_fd_sc_hd__nor2b_1    3         0.0057
sky130_fd_sc_hd__nor3_1    12          0.018
sky130_fd_sc_hd__nor4_1     5         0.0096
sky130_fd_sc_hd__o211ai_1   3         0.0069
sky130_fd_sc_hd__o21a_1     5          0.011
sky130_fd_sc_hd__o21ai_0   14          0.021
sky130_fd_sc_hd__o21ai_1    4         0.0061
sky130_fd_sc_hd__o22ai_1    3         0.0057
sky130_fd_sc_hd__o31ai_1    3         0.0069
sky130_fd_sc_hd__or2_1      5         0.0096
sky130_fd_sc_hd__or2_2      4         0.0077
sky130_fd_sc_hd__or3_1      6          0.011
sky130_fd_sc_hd__xnor2_1   15          0.040
sky130_fd_sc_hd__xor2_1     5          0.013
metal layers:
metal,track usage,vias to the layer above,part of all wire
met5,0,-,0
met4,0.0286,0,0.015
met3,0.0409,14,0.069
met2,0.314,120,0.42
met1,0.364,1401,0.50
li1,-,1519,-
kinds of logic after synthesis:
kind of cell    Yosys count  share of synthesized area
xor+xnor                 21                     0.0586
fa+ha+maj                22                     0.0866
simple gates            153                      0.234
flops                    42                      0.306
mux                       1                    0.00306
compound gates          118                      0.263
buf+inv                  39                     0.0483
Power and IR drop assume default switching activity.
